==> design/flow/design.v <==
module traffic_light (clk,rst,pass,R,G,Y);
input  clk;
input  rst;
input  pass;
output R;
output G;
output Y;
reg [11:0]count = 0;
reg R,G,Y;
always @( posedge clk ) begin
	if( rst == 1 ) begin
		count = 0;
	end
	else begin
	end
	if (count >= 0 && count < 1024) begin
		R = 0;
		G = 1;
		Y = 0;
	end
	else if (count >= 1024 && count < 1152) begin
		R = 0;
		G = 0;
		Y = 0;
	end
	else if (count >= 1152 && count < 1280) begin
		R = 0;
		G = 1;
		Y = 0;
	end
	else if (count >= 1280 && count < 1408) begin
		R = 0;
		G = 0;
		Y = 0;
	end
	else if (count >= 1408 && count < 1536) begin
		R = 0;
		G = 1;
		Y = 0;
	end
	else if (count >= 1536 && count < 2048) begin
		R = 0;
		G = 0;
		Y = 1;
	end
	else if (count >= 2048 && count < 3072) begin
		R = 1;
		G = 0;
		Y = 0;
	end
	else if (count > 3071) begin
		count = 0;
		R = 0;
		G = 1;
		Y = 0;
	end
	else begin
	end
	if(pass == 1 && count > 1023 && count < 3072) begin
		R = 0;
		G = 1;
		Y = 0;
		count = 0;
	end
	else begin
	end
	count = count + 1;
end
endmodule
==> design/flow/run.sh <==
#!/bin/bash
# OpenROAD 26Q1-2900-gdf79404cd8, Yosys 0.63+post, stock flow scripts
make -C /OpenROAD-flow-scripts/flow DESIGN_CONFIG=/design/flow/config.mk WORK_HOME=/design/flow/orfs finish
==> design/flow/config.mk <==
export PLATFORM = sky130hd
export DESIGN_NAME = traffic_light
export DESIGN_NICKNAME = traffic_light
export VERILOG_FILES = /design/flow/design.v
export SDC_FILE = /design/flow/constraint.sdc
export NUM_CORES = 4
export LEC_CHECK = 1
export CORE_AREA = 10 10 88 88
export DIE_AREA = 0 0 98 98
==> design/flow/constraint.sdc <==
current_design traffic_light

set clk_period 6.0
set clk_io_pct 0.2

create_clock -name clk0 -period $clk_period [get_ports {clk}]

set non_clock_inputs [all_inputs -no_clocks]
set_input_delay [expr $clk_period * $clk_io_pct] -clock clk0 $non_clock_inputs
set_output_delay [expr $clk_period * $clk_io_pct] -clock clk0 [all_outputs]
==> run summary <==
Results of the implementation run.

The run finished with clean final reports. For this design, the sink count on the clock tree is 15. The total I/O pin count came out at 6. After clock tree synthesis, the flow added hold-fix buffers numbering 0. In the power breakdown, the internal column shows 0.153 mW. The leakage power total came out at 0.275 nW. The tightest hold path in the finished design has a slack of 0.483 ns. The switching part of the total power is 19.1%.

The routed wirelength normalized by instance count is 6.58 um. The highest-count logic cell in the final layout is dfxtp_1. The switching power summed over all nets came out at 0.0362 mW. The die span in y came out at 98 um. For reference, the placement row count at floorplan is 28. The highest clock frequency the design can meet came out at 318 MHz. The detailed-route DRC error count came out at 0. The antenna diode instance count is 0. The clock period could shrink to 3.14 ns. The count of max-cap constraint violations is 0. The number of cells on the worst hold path is listed as 2. The count of port buffers added during placement is 5. The pre-antenna-repair detailed-routing pass consisted of 6 iterations.

Setup slack on the critical path of the routed design comes to 2.86 ns. Combinational logic is responsible for 4.2% of the overall power. Entering global routing, the biggest net connects 9 pins. The yosys warning tally came out at 1. The chip area from the yosys synthesis statistics is 628 um2. In the finished design, the share of the clock period the worst path needs comes to 52.4%. Looking at the power breakdown, sequential logic takes 54.8% of the total.

A synthesized cell averages 9.10 um2. The area of the placeable core came out at 0.00592 mm2. The floorplan core density is 10.6%. Setup repair after global routing left no endpoint under its margin.

In the Yosys report the total cell count is 69. Buffers inserted during clock tree synthesis total 3. The flow reported a cell area power density of 234 mW/mm2. The total setup violations reported at the end of the flow is 0. The via count of the first global-routing pass came out at 426. The critical path class is in -> reg. Once layout is complete, the utilization of the core stands at 13.7%.

The area growth from synthesis to layout came out at 28.9%. The setup slack at placement came out at 2.60 ns. The type of the worst min-delay path is reg -> reg.

At the worst endpoint, the required time is 6.12 ns. The cell count of the worst reg-to-reg path came out at 8. The count of state elements after synthesis is 15. The fraction of the yosys area taken by sequential cells is 47.8%. The post-route clock skew came out at 0.00254 ns.

The max-slew violation count came out at 0. The number of library cell types mapped by synthesis came out at 23. The maximum fanout encountered on the critical timing path is 5.

The cell at the root of the clock tree is clkbuf_8. RePlAce ended its routability-driven mode at a weighted congestion of 0.771. From left edge to right edge, the die measures 98 um. Setup slack on the worst reg-to-reg path comes out at 3.96 ns. The data arrival time of the worst path is 3.27 ns. The wire length recorded after detailed routing is 993 um.

The post-CTS setup buffer count is 0. The total number of warnings across the stage logs came out at 25. The post-cts repair resize count is 0.

The number of levels in the clock H-tree is 1. The maximum vdd ir drop is 145 uV. The placed wire-length estimate after detailed placement is 796 um. The count of final hold-check violations is 0. In the layout the commonest cells are dfxtp_1 (15), nor2_1 (9), xnor2_1 (5), clkdlybuf4s50_1 (5). The setup TNS came out at 0 ns. STA classifies the critical path endpoint as a flop. The worst setup path is launched from a primary input. The sum of overflow across all layers after global routing is 0. Per report_power, the clock group accounts for 41.0% of the total.

The worst-case clock buffer depth is 2. The via density per instance is 3.13. The first global-routing pass estimated 1760 um of wire. The clock latency on the worst-skew pair came out at 0.24 ns. The clock-pin slew reported for the worst setup and hold paths after clock tree synthesis is 0.05 ns. The max-slew headroom at the worst pin is 81.6%. The remaining antenna violation count after routing is 0. Per the final layout report, the fraction of cells sized above drive strength 1 comes to 9.21%.

The cell count after synthesis came out at 69. The slew at the pin with the worst max-slew slack came out at 0.274 ns. The number of antenna violations at the first check in global routing was 0. The clock tree from TritonCTS is yes. The combined global-route utilization of all metal layers is 2.17%.

The synthesized cell area is 628 um2. The violation count after the first detailed-route iteration is 14. The overall via count from detail_route is 473.

The chip occupies 0.00960 mm2.
## cell families after synthesis
family | count (synthesis) | share of synthesized area, %
and+or+nand+nor | 35 | 30.9
DFF | 15 | 47.8
xor gates and xnor gates | 7 | 9.76
buffers and inverters | 4 | 2.39
AOI/OAI and AO/OA | 6 | 5.38
adders and majority gates | 2 | 3.78
## synth_stat cells
cell type	count	area share, %
o21ai_0	3	2.4
and3_1	3	3.0
xnor2_1	5	7.0
xor2_1	2	2.8
nor3_1	2	1.6
and2b_2	1	1.4
nand2_1	4	2.4
nand2b_1	2	2.0
dfxtp_1	15	48
and4b_1	1	1.6
maj3_2	1	1.8
or2_1	1	1.0
and2_1	3	3.0
nor2_1	9	5.4
nand4_1	2	2.0
a21oi_1	2	1.6
ha_1	1	2.0
a31o_2	1	1.4
or3_1	2	2.0
clkbuf_1	2	1.2
nor4b_2	1	2.4
nand3_1	4	3.2
inv_1	2	1.2
## per-layer routing
layer  up-vias  part of all wire (%)  GRT usage [%]
met2        10                    38           3.25
met5         -                     0              0
li1        246                     -              -
met1       215                    47           2.26
met3         2                    15           2.06
met4         0                  0.81          0.224
## cell type report
| class | count | area [um2] |
|---|---|---|
| fillers | 652 | 5110 |
| well taps | 75 | 93.8 |
| repair buffers | 5 | 50.0 |
| clock buffers | 4 | 45.0 |
| flip-flops and latches | 15 | 300 |
| multi-input cells | 50 | 313 |
| inverters | 2 | 7.51 |
## critical path, cell delays in order
cell and delay, ns:
clkdlybuf4s50_1 0.46, maj3_2 0.36, nor2_1 0.15, and2_1 0.17, ha_1 0.19, nand3_1 0.19
nor4b_2 0.35, xnor2_1 0.15, nor2_1 0.05
## power groups by stage
stage	Sequential (mW)	Clock (mW)	Combinational (mW)
4_1_cts	0.104	0.0811	0.00820
5_1_grt	0.104	0.0863	0.00938
6_report	0.104	0.0778	0.00803
## registers in the layout, indices dropped and copies added (netlist names)
name,count
count,12
G,1
Y,1
R,1
## per-stage QoR
stage,total power [mW],area [um2],cells
6_report,0.190,810,151
2_1_floorplan,0.111,628,69
3_3_place_gp,0.114,764,147
4_1_cts,0.193,810,151
3_5_place_dp,0.114,764,147
5_1_grt,0.200,810,151
## worst paths after layout
path,from,endpoint
setup / recovery,pass,count[8]$_DFF_P_
setup reg to reg,count[10]$_DFF_P_,count[8]$_DFF_P_
hold / removal,count[6]$_DFF_P_,count[6]$_DFF_P_
hold reg to reg,count[6]$_DFF_P_,count[6]$_DFF_P_
Power is estimated from default activity; no workload was simulated.
